## flow/run.sh

```bash
#!/bin/bash
# OpenROAD 26Q1-2900-gdf79404cd8, Yosys 0.63+post, stock flow scripts
make -C /OpenROAD-flow-scripts/flow DESIGN_CONFIG=/design/flow/config.mk WORK_HOME=/design/flow/orfs finish
```

## flow/config.mk

```make
export PLATFORM = sky130hd
export DESIGN_NAME = stopwatch
export DESIGN_NICKNAME = stopwatch
export VERILOG_FILES = /design/flow/design.v
export SDC_FILE = /design/flow/constraint.sdc
export NUM_CORES = 4
export LEC_CHECK = 1
export CORE_UTILIZATION = 50
```

## flow/constraint.sdc

```tcl
current_design stopwatch

set clk_period 3.7
set clk_io_pct 0.2

create_clock -name clk0 -period $clk_period [get_ports {clk}]

set non_clock_inputs [all_inputs -no_clocks]
set_input_delay [expr $clk_period * $clk_io_pct] -clock clk0 $non_clock_inputs
set_output_delay [expr $clk_period * $clk_io_pct] -clock clk0 [all_outputs]
```

## flow/design.v

```verilog
module debounce(input ip_btn, clk, output out);
  reg mid_state1, mid_state2;
  assign out = mid_state1 && (!mid_state2);
  always @(posedge clk)
    begin
      mid_state1 <= ip_btn;
      mid_state2 <= mid_state1;
    end
endmodule
module reset_load(input ip_btn, clk, master_reset, output reset, load);
  wire sync_ip;
  reg [1:0] state;
  parameter reset_state = 2'b00, reset_mid = 2'b01, load_mid = 2'b10, load_state = 2'b11;
  debounce d0(ip_btn, clk, sync_ip);
  assign reset = !(state[0] || state[1]);
  assign load = state[0] && state[1];
  always @(posedge clk, posedge master_reset)
    begin
      if(master_reset)
        state <= 2'b0;
      else
        case(state)
          reset_state: 	if(sync_ip)
            				state <= load_state;
            			else
                          	state <= reset_mid;
          reset_mid: 	if(sync_ip)
            				state <= load_state;
          				else
                          	state <= reset_mid;
          load_mid: 	if(sync_ip)
            				state <= reset_state;
          				else
                          	state <= load_mid;
          load_state: 	if(sync_ip)
            				state <= reset_state;
          				else
                          	state <= load_mid;
          default:		state <= reset_state;
        endcase
    end
endmodule
module start_stop(input ip_btn, clk, master_reset, output start, stop);
  wire sync_ip;
  reg state;
  parameter start_state = 1'b1, stop_state = 1'b0;
  debounce d1(ip_btn, clk, sync_ip);
  assign stop = !(state);
  assign start = state;
  always @(posedge clk, posedge master_reset)
    begin
      if(master_reset)
        state <= stop_state;
      else
        case(state)
          stop_state: 	if(sync_ip)
            				state <= start_state;
          				else
                          	state <= stop_state;
          start_state: 	if(sync_ip)
            				state <= stop_state;
          				else
                          	state <= start_state;
          default: 		state<= stop_state;
        endcase
    end
endmodule
module mod_n_counter(input clk, input [3:0] load_val, input reset, load, count_enable, up_down, input [3:0] mod_n, output reg [3:0] Q, output reg C_out);
  always @(posedge clk, posedge reset, posedge load)
    if(reset)
      begin
        Q <= 4'b0;
        C_out <= 1'b0;
      end
    else
      if(load)
        begin
          Q <= load_val;
          C_out <= 1'b0;
        end
  	  else
        if(count_enable)
          if(up_down)
            if(Q == 4'b0)
            	begin
                	Q <= mod_n - 1;
                    C_out <= 1'b1;
                end
          	else
                begin
                    Q <= Q - 1;
                    C_out <= 1'b0;
                end
          else
            if(Q == mod_n - 1)
            	begin
                   	Q <= 4'b0;
            		C_out <= 1;
                end
          	else
                begin
                    Q <= Q + 1;
                    C_out <= 1'b0;
                end
  		else
          begin
           	Q <= Q;
  			C_out <= C_out;
          end
endmodule
module freq_divider(input clk, reset, stop, output reg div_clk);
  reg [31:0] counter;
  integer n_freq = 5_00_000;			 
  always @(posedge clk, posedge reset)
    if(reset)
      begin
      	div_clk <= 1'b0;
        counter <= 32'b0;
      end
  	else
      if(stop)
        begin
        	div_clk <= div_clk;
          	counter <= counter;
        end
  	  else
        if(counter == n_freq)
          begin
          	div_clk <= ~div_clk;
            counter <= 32'b0;
          end
        else
          begin
          	counter <= counter + 1;
          	div_clk <= div_clk;
          end
endmodule
module stopwatch(input master_reset, button_rl, button_ss, up_down, clk, input [15:0] load_val, output [3:0] activate_anode, output [6:0] LED_out);
  wire reset, load, start, stop;
  wire div_clk;
  wire carry_clk0, carry_clk1, carry_clk2, carry_clk3;
  parameter [3:0] binary_10 = 4'b1010;
  parameter [3:0] binary_6 = 4'b0110;
  wire count_enable;
  wire [15:0] Q;
  reset_load r0(button_rl, clk, master_reset, reset, load);
  start_stop s0(button_ss, clk, master_reset, start, stop);
  assign count_enable = start;
  freq_divider f0(clk, reset, stop, div_clk);
  mod_n_counter counter0(div_clk, load_val[3:0], reset, load, count_enable, up_down, binary_10, Q[3:0], carry_clk0);
  mod_n_counter counter1(carry_clk0, load_val[7:4], reset, load, count_enable,up_down, binary_10, Q[7:4], carry_clk1);
  mod_n_counter counter2(carry_clk1, load_val[11:8], reset, load, count_enable,up_down, binary_10, Q[11:8], carry_clk2);
  mod_n_counter counter3(carry_clk2, load_val[15:12], reset, load, count_enable,up_down, binary_6, Q[15:12], carry_clk3);
  seven_segment_display ssd0(clk, master_reset, Q, activate_anode, LED_out);
endmodule
module seven_segment_display(input clk, master_reset, input [15:0] Q, output reg [3:0] Anode_Activate, output reg [6:0] LED_out);
  parameter [5:0] n = 19;			 
  reg [n:0] refresh_counter; 
    reg [3:0] LED_BCD;
    wire [1:0] LED_activating_counter; 
  always @(posedge clk, posedge master_reset)
    begin 
      if(master_reset)
            refresh_counter <= 0;
        else
            refresh_counter <= refresh_counter + 1;
    end 
  assign LED_activating_counter = refresh_counter[n:n-1];
  always @(*)
    begin
        case(LED_activating_counter)
        2'b00: begin
            Anode_Activate = 4'b0111;   
            LED_BCD = Q[3:0];
             end
        2'b01: begin
            Anode_Activate = 4'b1011;  
          LED_BCD = Q[7:4];
                end
        2'b10: begin
            Anode_Activate = 4'b1101;  
          LED_BCD = Q[11:8];
              end
        2'b11: begin
            Anode_Activate = 4'b1110;  
          LED_BCD = Q[15:12];
               end   
        default:begin
             Anode_Activate = 4'b0111; 
            LED_BCD = Q[3:0];
            end
        endcase
    end
    always @(*)
    begin
     case(LED_BCD)
     4'b0000: LED_out = 7'b0000001;  
     4'b0001: LED_out = 7'b1001111;  
     4'b0010: LED_out = 7'b0010010;  
     4'b0011: LED_out = 7'b0000110;  
     4'b0100: LED_out = 7'b1001100;  
     4'b0101: LED_out = 7'b0100100;  
     4'b0110: LED_out = 7'b0100000;  
     4'b0111: LED_out = 7'b0001111;  
     4'b1000: LED_out = 7'b0000000;  
     4'b1001: LED_out = 7'b0000100;  
     default: LED_out = 7'b0000001;  
     endcase
    end
endmodule 
```

==> results.sh <==
# flow metrics
export IMPL_cts_tree="built"
export IMPL_fin_ws_ns=0.367
export IMPL_detailedPlace_worstSlack_ns=0.705
export IMPL_most_common_cell="dfrtp_1"
export IMPL_ys_cells=513
export IMPL_synthAoiAreaFrac_pct=11.6
export IMPL_clk_latency_ns=0.33
export IMPL_finalSetupViolCount=0
export IMPL_clk_path_buf_depth=2
export IMPL_dr_pass1_iters=4
export IMPL_fmax_mhz=300
export IMPL_synthArstFlopShare_pct=94.9
export IMPL_power_per_cell_area_nw_per_um2=386
export IMPL_drt_iter0_drc=201
export IMPL_hold_path_class="register to register"
export IMPL_syn_to_final_growth_pct=12.6
export IMPL_period_used_pct=90.1
export IMPL_clkTransAtPathRegs_ns=0.08
export IMPL_antennaDiodeCount=0
export IMPL_ys_flops=79
export IMPL_grt_ovfl_total=0
export IMPL_ant_nets=0
export IMPL_ys_warnings_count=7
export IMPL_num_rows=35
export IMPL_die_area_um2=9900
export IMPL_largest_area_cell="dfrtp_1"
export IMPL_worst_pin_slew_ns=0.753
export IMPL_grt_use_total_pct=22.8
export IMPL_gp_congestion=0.899
export IMPL_max_stage_delay_ns=0.67
export IMPL_coreArea_um2=9240
export IMPL_antenna_found_initial=0
export IMPL_ff2ff_path_depth=7
export IMPL_mux_area_share_pct=5.03
export IMPL_worstHoldStart="r0.d0.mid_state1"
export IMPL_top_cell_area_share_pct=31.1
export IMPL_fin_crit_ns=3.33
export IMPL_edf_count=0
export IMPL_required_ns=2.96
export IMPL_end_kind="primary output"
export IMPL_hold_end="r0.d0.mid_state2"
export IMPL_grt_pass1_wl_um=17300
export IMPL_leakage_nw=2.28
export IMPL_ys_seq_share_pct=43.7
export IMPL_ys_types=51
export IMPL_root_buffer="clkbuf_8"
export IMPL_slew_headroom_pct=49.8
export IMPL_whs_path_depth=0
export IMPL_startpoint_type="register"
export IMPL_top_logic_kind="simple AND/OR/NAND/NOR gates"
export IMPL_simple_gate_area_share_pct=21.9
export IMPL_r2r_slack_ns=1.64
export IMPL_crit_type="register to primary output"
export IMPL_vias_per_cell=5.51
export IMPL_area_leaders="dfrtp_1 31%, dfbbp_1 11%, xnor2_1 7.2%"
export IMPL_r2r_start="f0.counter[0]"
export IMPL_fin_skew_ns=0.0125
export IMPL_cp_cell_sequence="mux4_2 > inv_1 > ha_1 > mux2i_1 > a21oi_1 > clkdlybuf4s50_1"
export IMPL_vias=3648
export IMPL_peakVddDrop_v=0.000435
export IMPL_drt_total_wl_um=9910
export IMPL_slew_violations=0
export IMPL_cts_repair_resize_count=0
export IMPL_n_fill_cell=823
export IMPL_die_w_um=99.5
export IMPL_unclocked_pins=19
export IMPL_drv_cap=0
export IMPL_netlist_instances=513
export IMPL_ctsHoldBuffers=0
export IMPL_crit_arrival_ns=2.59
export IMPL_flop_cell="dfrtp_1"
export IMPL_cts_htree_levels=3
export IMPL_wire_per_inst_um=15.0
export IMPL_hpwl_um=6980
export IMPL_hold_violations=0
export IMPL_ys_sh_xor_pct=9.03
export IMPL_die_h_um=99.5
export IMPL_cts_buffers=9
export IMPL_floorplan_core_util_pct=51.4
export IMPL_adder_share_pct=2.63
export IMPL_avgSynthCellArea_um2=9.26
export IMPL_holdWs_ns=0.347
export IMPL_grt_pass1_vias=3411
export IMPL_grt_max_degree=34
export IMPL_top_level_ports=32
export IMPL_warning_count=39
export IMPL_r2r_end="f0.div_clk"
export IMPL_finalSetupTns_ns=0
export IMPL_synthesis_area_um2=4750
export IMPL_rsz0062_at_grt="no"
export IMPL_drive_above_1_share_pct=7.13
export IMPL_outcome="complete, no violations"
export IMPL_untimed_endpoints=19
export IMPL_crit_slowest_cell="dfrtp_1"
export IMPL_common_cells="59 x dfrtp_1, 41 x inv_1, 40 x nand2_1, 39 x xnor2_1, 32 x clkbuf_1"
export IMPL_path_max_fanout=13
export IMPL_io_buffers=31
export IMPL_cts_setup_buffers=0
export IMPL_drcViolationCount=0
export IMPL_utilization_pct=57.9
export IMPL_ys_area_um2=4750
-- metal layers --
layer | wire [um] | GRT usage (%)
met2 | 4100 | 32.3
met5 | 0 | 0
met3 | 620 | 6.29
met1 | 5110 | 38.5
met4 | 81 | 1.92
-- stage by stage --
stage	std cells	area, um2	power, mW
final	662	5350	2.07
after global routing	662	5350	2.24
after CTS	662	5350	2.10
after detailed placement	646	5150	1.50
after global placement	646	5150	1.49
after floorplan	513	4750	1.30
-- layout make-up --
| class | count | area [um2] | area share, % |
|---|---|---|---|
| clock buffer | 9 | 124 | 2.32 |
| clock inverter | 7 | 75.1 | 1.40 |
| inverter | 41 | 154 | 2.88 |
| multi-input combinational | 358 | 2390 | 44.6 |
| sequential | 79 | 2080 | 38.8 |
| tap | 129 | 161 | 3.02 |
| timing repair buffer | 39 | 370 | 6.92 |
-- sequential cells by signal (all words and copies together) (netlist names) --
signal,flops
s0.state,1
counter1.C_out,1
f0.counter,32
s0.d1.mid_state2,1
ssd0.refresh_counter,20
r0.d0.mid_state1,1
s0.d1.mid_state1,1
counter1.Q,4
counter2.Q,4
r0.d0.mid_state2,1
counter3.Q,4
counter0.C_out,1
f0.div_clk,1
r0.state,2
counter0.Q,4
counter2.C_out,1
-- layout by cell type, fill, tap and decap left out, types with 3 or more instances in the layout --
cell and count:
nand2_1 40, ha_1 10, a31oi_1 10, dfxtp_1 4
and3b_1 3, buf_4 8, inv_1 41, nor4_1 5
o21ai_0 31, nand2b_1 13, nor2b_1 9, xnor2_1 39
nor4b_1 3, or3_1 3, dfrtp_1 59, nor3b_1 6
o22ai_1 5, a21oi_1 29, dfbbp_1 16, or4_1 3
nor3_1 14, o31ai_1 4, and4_1 5, nand4_1 18
clkinv_4 3, nand3_1 28, mux4_2 7, mux2i_1 7
clkdlybuf4s50_1 31, xor2_1 10, and3_1 11, clkbuf_8 9
nor2_1 21
-- how the worst max path moves through the flow --
stage                                     from    endpoint  slack [ns]
final                 ssd0.refresh_counter[18]  LED_out[0]        0.37
after global routing  ssd0.refresh_counter[18]  LED_out[0]        0.12
after CTS             ssd0.refresh_counter[18]  LED_out[0]        0.33
-- cell families after synthesis --
family                   after synthesis
adder cells (fa/ha/maj)               10
AND-OR/OR-AND                         94
multiplexers                          15
buffers and inverters                 76
XOR/XNOR                              49
flip-flops                            79
AND/OR/NAND/NOR                      190
-- where the power goes --
part           switching (mW)  internal (mW)
sequential             0.0772          0.769
clock                   0.276          0.314
combinational           0.412          0.219
-- worst max-delay path, delay by kind of cell (launching register included) --
kind	cells	cell delay [ns]
muxes	2	0.69
DFF	1	0.67
buffers and inverters	2	0.58
adders and majority gates	1	0.16
AOI/OAI and AO/OA	1	0.16
Power figures rest on the tool's default switching activity, not on a simulated workload.
